File: flow/design.v
`timescale 1ns / 1ps
module Memory_Access_Unit (
    input [31:0] data_in,
    input [2:0] function3,
    output reg [31:0] data_out
);
    always @(*) begin
        case (function3)
            3'b000: data_out = {{24{data_in[7]}}, data_in[7:0]};  
            3'b001: data_out = {{16{data_in[15]}}, data_in[15:0]};  
            3'b010: data_out = data_in;  
            3'b100: data_out = {24'b0, data_in[7:0]};  
            3'b101: data_out = {16'b0, data_in[15:0]};  
            default: data_out = 32'b0;
        endcase
    end
endmodule
`timescale 1ns / 1ps
module single_memory(
    input clk, MemRead, MemWrite,
    input [2:0] function3,
    input [5:0] addr,
    input [31:0] data_in,
    output [31:0] data_out
    );
    reg [31:0] mem [0:127];
    reg [31:0] data_out_reg;
    assign data_out = data_out_reg;
    wire [31:0] mem_access_out;
    Memory_Access_Unit memory_access_unit(
        .data_in(MemWrite ? data_in : mem[addr + 64]),
        .function3(function3),
        .data_out(mem_access_out)
    );
    always @(posedge clk) begin
        if (MemWrite) begin
            mem[addr + 64] <= mem_access_out;
        end
    end
    always @(*) begin
        if (MemRead) begin
            data_out_reg = mem_access_out;
        end else begin
            data_out_reg = mem[addr];
        end
    end
        initial begin
        mem[0]=32'b000000000000_00000_010_00001_0000011 ;  
        mem[1]=32'b000000000100_00000_010_00010_0000011 ;  
        mem[2]=32'b000000001000_00000_010_00011_0000011 ;  
        mem[3]=32'b0000000_00010_00001_110_00100_0110011 ;  
        mem[4]=32'b0_000000_00011_00100_000_0100_0_1100011;  
        mem[5]=32'b0000000_00010_00001_000_00011_0110011 ;  
        mem[6]=32'b0000000_00010_00011_000_00101_0110011 ;  
        mem[7]=32'b0000000_00101_00000_010_01100_0100011;  
        mem[8]=32'b000000001100_00000_010_00110_0000011 ;  
        mem[9]=32'b0000000_00001_00110_111_00111_0110011 ;  
        mem[10]=32'b0100000_00010_00001_000_01000_0110011 ;  
        mem[11]=32'b0000000_00010_00001_000_00000_0110011 ;  
        mem[12]=32'b0000000_00001_00000_000_01001_0110011 ;  
        mem[64]=32'd17;
        mem[65]=32'd9;
        mem[66]=32'd25;
    end
endmodule
File: flow/run.sh
#!/bin/bash
# OpenROAD 26Q1-2900-gdf79404cd8, Yosys 0.63+post, stock flow scripts
make -C /OpenROAD-flow-scripts/flow DESIGN_CONFIG=/design/flow/config.mk WORK_HOME=/design/flow/orfs finish
File: flow/config.mk
export PLATFORM = sky130hd
export DESIGN_NAME = single_memory
export DESIGN_NICKNAME = single_memory
export VERILOG_FILES = /design/flow/design.v
export SDC_FILE = /design/flow/constraint.sdc
export NUM_CORES = 4
export LEC_CHECK = 1
export CORE_UTILIZATION = 40
File: flow/constraint.sdc
current_design single_memory

set clk_period 56.7
set clk_io_pct 0.2

create_clock -name clk0 -period $clk_period [get_ports {clk}]

set non_clock_inputs [all_inputs -no_clocks]
set_input_delay [expr $clk_period * $clk_io_pct] -clock clk0 $non_clock_inputs
set_output_delay [expr $clk_period * $clk_io_pct] -clock clk0 [all_outputs]
==> changes_impl.md <==
## Implementation

* Status: finished, final reports clean
* Top reg by flops: mem
* Slowest CP cell: o21bai_1
* Worst setup EP type: output pin
* Die width at about 450 um
* Grt ovf at 0
* Hold Fails Final Rpt at 0
* Share of cells above drive strength 1 at around a fifth
* Cell count after synthesis at roughly 4500
* Quantity of gates resized following cts at 0
* Highest-count logic cell in the final layout: edfxtp_1
* Ys async rst share at 0%
* Yosys cell count at ~4500
* Crit path from: addr[1]
* Commonest cells after routing, fill and taps aside: edfxtp_1 (2048), buf_4 (243), a22oi_1 (211), a221oi_1 (208), mux2i_1 (207)
* Antenna viol nets, final at 0
* Pin slew with the least headroom to its limit at 1.40 ns
* Hold Buf Count CTS at 0
* Max Transition Viols Final at 0
* Max reg flops at between 2000 and 2500
* Largest net degree at the start of global routing at 70
* Die Y at between 400 and 500 um
* CTS H-tree lvls at 4
* Bufs and invs on worst path at 5
* Synth Register Bits at between 2000 and 2500
* Total number of vias at around 48000
* Worst Skew at ~0.037 ns
* Worst VDD drop at 35.3 uV
* Vias per cell at about 6.3
* Kind of critical path: in -> out
* Placed instance count at about 7200
* Initial antenna violation count at 15
* Worst Path Max Fanout at approximately 46
* FP Rows at about 160
* Fmax at approximately 35 MHz
* R2R Setup Slk at approximately 52 ns
* Post-layout period usage of the worst path at 50.1%
* Total wire length at ~280000 um
* Drt pass-1 iters at 8
* Min-delay src: mem[89][0]$_DFFE_PP_
* Critical Path RT at around 45 ns
* Unique masters post-synth at roughly 80
* Arrival @ worst endpoint at ~17 ns
* Core ar. at roughly 0.20 mm^2
* Worst-path clk slew at 0.06 ns
* P&R area growth vs syn at 14.1%
* Mean Syn Cell Area at 17.6 um^2
* CP most frequent cell: buf_4
* Startpoint Class: input pin
* CTS Buffer Depth at 3
* First-pass GRT wire length at between 300000 and 400000 um
* Netlist Area Pre-Place at roughly 0.08 mm^2
* Worst Hold Path EP: mem[77][0]$_DFFE_PP_
* CTS tree: yes
* Cells along the critical path: buf_8 -> buf_4 -> buf_4 -> and3b_4 -> buf_4 -> a22o_1 -> a221oi_1 -> a31oi_1 -> or3_1 -> o31a_1 -> a21oi_1 -> o21bai_1 -> clkdlybuf4s50_1
* YS warnings at 2
* Finished Layout Cells at about 7500
* Inserted Clock Buffers at 198
* Tool warnings at 30
* Worst r2r dst: mem[72][10]$_DFFE_PP_
* GP Congestion at around 1.1
* RSZ-0062 raised after global routing: no
* FF-to-FF Start: mem[70][7]$_DFFE_PP_
* Number of placed I/O pins at 76
* Post-synth EDFFs at 2048
* Final setup viols at 0
* Chip area at 0.202 mm^2
* Final TNS setup at 0 ns
* Yosys chip area at 0.0799 mm^2
* DRT iter0 DRCs at 3834
* Max_cap viols at 0
* IO Port Bufs at 75
* R2R cell count at 8
* Worst Hold Class: reg -> reg
* Seq share, synth at 76.9%
* Normalized max-slew margin at 6.43%
* Lkg Pwr at about 29 nW
* Gr usage total at between 30% and 40%
* CTS root buffer: clkbuf_16
* Synth Flop Type: edfxtp_1
* Sinks on Clock Net at 2048
* Fillers at between 15000 and 20000
* Min cycle time layout at about 28 ns
* DR WL/cell at 37.4 um
* # DRC at 0
* Detailed-placement wirelength estimate at ~160000 um
* Setup Fix Bufs, Post-CTS at 0
* Vias in the first global route at 49400
* Delay-heaviest family, CP: buffers and inverters
* Clk latency late pin at approximately 0.86 ns
* Biggest regs: mem: 2048 flops
* Power density over the cells at between 30 and 40 mW/mm^2
* CP peak stage delay at roughly 1.1 ns
* Hold path cells at 6
* Fp util at 40.4%
## stage by stage
stage | cell area [um^2] | utilization, % | power [mW] | worst slack (ns) | hold WS, ns
after detailed placement | 85000 | 43.0 | 1.95 | 28.47 | 1.35
after global placement | 85000 | 43.0 | 1.94 | 28.51 | 1.33
after CTS | 91200 | 46.1 | 3.19 | 28.47 | 1.36
final | 91200 | 46.1 | 3.19 | 28.27 | 1.34
after global routing | 91200 | 46.1 | 3.26 | 28.27 | 1.50
after floorplan | 79900 | - | 1.84 | 30.53 | 1.30
## synth_stat cells, types with 14 or more instances
library cell / instances / area, um^2
mux4_2: 63 / 1420
o221ai_1: 30 / 263
o21ai_0: 129 / 646
a221o_1: 70 / 701
a222oi_1: 27 / 270
a221oi_1: 208 / 1820
buf_1: 42 / 158
nor2_1: 225 / 845
nand2b_1: 17 / 106
o2bb2ai_1: 25 / 219
clkbuf_1: 120 / 450
nand4_1: 15 / 93.8
mux2i_1: 207 / 2070
nand2_1: 166 / 623
edfxtp_1: 2048 / 61500
nor3_1: 24 / 120
a21oi_1: 148 / 741
buf_2: 100 / 500
buf_4: 37 / 278
a22o_1: 36 / 315
buf_6: 22 / 248
a31oi_1: 36 / 225
a22oi_1: 211 / 1580
a211oi_1: 14 / 105
o211ai_1: 29 / 218
nand3_1: 26 / 130
mux2_2: 206 / 2320
o22ai_1: 50 / 313
## report_power, final
part	internal (mW)	switching [mW]	total [mW]	leakage, nW
clock	0.706	0.561	1.27	3.00
combinational	0.0587	0.171	0.230	7.12
sequential	1.69	0.00125	1.69	18.7
## how the worst max path moves through the flow
stage | to | slack, ns | cells past startpoint
6_report | data_out[30] | 28.27 | 13
5_1_grt | data_out[30] | 28.27 | 15
4_1_cts | data_out[19] | 28.47 | 12
## cells by family (layout without fill, tap and decap cells)
| group | after synthesis | after routing | synth area share, % |
|---|---|---|---|
| flip-flops | 2048 | 2048 | 76.9 |
| other | 0 | 18 | 0 |
| AND-OR/OR-AND | 1139 | 1139 | 10.7 |
| buffers and inverters | 335 | 691 | 2.11 |
| AND/OR/NAND/NOR | 526 | 526 | 2.86 |
| adder cells (fa/ha/maj) | 5 | 5 | 0.0783 |
| multiplexers | 477 | 477 | 7.28 |
## layer usage
metal | vias to the layer above | GRT usage [%] | part of all wire (%)
li1 | 19200 | - | -
met1 | 23500 | 31.8 | 29
met2 | 4188 | 42.8 | 45
met3 | 793 | 25.9 | 19
met4 | 32 | 14.4 | 6.2
met5 | - | 2.96 | 0.27
## worst register-to-register path, cell delays in order, from the launching register on
cell,delay (ns)
edfxtp_1,0.32
mux2i_1,0.07
mux4_2,0.51
a221o_1,0.33
and4_1,0.22
o31a_1,0.39
or3_1,0.76
a21oi_4,0.91
buf_4,0.50
## cell type report
type | count | area (um^2) | share of cell area [%]
Sequential cell | 2048 | 61500 | 67.4
Multi-Input combinational cell | 2147 | 17500 | 19.2
Clock buffer | 255 | 5230 | 5.73
Tap cell | 2640 | 3300 | 3.62
Timing Repair Buffer | 320 | 2640 | 2.89
Clock inverter | 102 | 918 | 1.01
Inverter | 14 | 60.1 | 0.0658
Antenna cell | 18 | 45.0 | 0.0494
No activity file was given, so power comes from the tool's default toggle rates.
