### ./config.mk
export PLATFORM = sky130hd
export DESIGN_NAME = common_memory
export DESIGN_NICKNAME = common_memory
export VERILOG_FILES = /design/flow/design.v
export SDC_FILE = /design/flow/constraint.sdc
export NUM_CORES = 4
export LEC_CHECK = 1
export CORE_UTILIZATION = 30
### ./constraint.sdc
current_design common_memory

set clk_period 53.4
set clk_io_pct 0.2

create_clock -name clk0 -period $clk_period [get_ports {clk}]

set non_clock_inputs [all_inputs -no_clocks]
set_input_delay [expr $clk_period * $clk_io_pct] -clock clk0 $non_clock_inputs
set_output_delay [expr $clk_period * $clk_io_pct] -clock clk0 [all_outputs]
### ./design.v
`timescale 1ns / 1ps
module common_memory(
    input clk, MemRead, MemWrite,
    input [2:0] function3,
    input [5:0] addr, 
    input [31:0] data_in, 
    output reg [31:0] data_out
);
    reg [31:0] mem [0:63];
    wire [31:0] mem_access_out;
    Memory_Access_Unit memory_access_unit(
        .data_in(MemWrite ? data_in : mem[addr]),
        .function3(function3),
        .data_out(mem_access_out)
    );
    always @(posedge clk) begin
        if (MemWrite) begin
            mem[addr] <= mem_access_out;
        end
    end
    always @(*) begin
        data_out = mem[addr];
    end
endmodule
`timescale 1ns / 1ps
module Memory_Access_Unit (
    input [31:0] data_in,
    input [2:0] function3,
    output reg [31:0] data_out
);
    always @(*) begin
        case (function3)
            3'b000: data_out = {{24{data_in[7]}}, data_in[7:0]};  
            3'b001: data_out = {{16{data_in[15]}}, data_in[15:0]};  
            3'b010: data_out = data_in;  
            3'b100: data_out = {24'b0, data_in[7:0]};  
            3'b101: data_out = {16'b0, data_in[15:0]};  
            default: data_out = 32'b0;
        endcase
    end
endmodule
### ./run.sh
#!/bin/bash
# OpenROAD 26Q1-2900-gdf79404cd8, Yosys 0.63+post, stock flow scripts
make -C /OpenROAD-flow-scripts/flow DESIGN_CONFIG=/design/flow/config.mk WORK_HOME=/design/flow/orfs finish
==> impl_metrics.tcl <==
# implementation run metrics
set metrics [dict create \
    outcome "complete, no violations" \
    synth.mux.area_fraction_pct 14.33 \
    cts_resized 0 \
    grt-ovfl-total 0 \
    drt_iter0_drc 2310 \
    critPathRequiredTime_ns 42.72 \
    cts_buffer_depth 3 \
    clock-sinks 2048 \
    routed_via_density 5.054 \
    portBuffers 74 \
    period_used_pct 49.87 \
    start_kind "input port" \
    core_area_um2 257900 \
    p_switching_w 0.0006961 \
    drive_above_1_share_pct 23.26 \
    yosysCellCount 3598 \
    power_frac_comb_pct 5.4 \
    async_reset_ff_share_pct 0 \
    power.internal_w 0.002601 \
    dp_hpwl_mm 111.5 \
    largest_reg_flops 2048 \
    grt_usage_pct 16.69 \
    drc 0 \
    drt-total-wl_mm 202.9 \
    drv_slew 0 \
    synthFlopType "edfxtp_1" \
    vdd_ir_drop_max_mv 0.02667 \
    ant_nets 0 \
    die_x_um 512.2 \
    fmax_ghz 0.03755 \
    top_register "mem" \
    post-route-min-period_ns 26.63 \
    hold_viol_final 0 \
    dp_slack_ns 26.77 \
    antenna_found_initial 9 \
    stdcell_area_um2 90530 \
    synth.cell_area_um2 78080 \
    synth_area_per_cell_um2 21.70 \
    worstPathMaxFanout 60 \
    timing.final.ws_setup_ns 26.77 \
    ys_sh_aoi_pct 3.485 \
    ys.flops 2048 \
    regArea_um2 61500 \
    critPathKind "in2out" \
    nFillCells 23280 \
    cts_tree "done" \
    area_growth_pct 15.94 \
    topCombFamilyByArea "multiplexers" \
    use_met3_pct 14.45 \
    power_density_nw_per_um2 36.42 \
    holdBufCountCts 0 \
    rows 186 \
    grt_pass1_vias 41340 \
    startpoint "addr[0]" \
    combGateArea_um2 16490 \
    fa_ha_area_share_pct 0 \
    cts-buffers-inserted 193 \
    clk_pin_slew_ns 0.06 \
    largestRegisters "mem x2048" \
    cts_setup_buffers 0 \
    fp_util_pct 30.28 \
    ys_sh_simple_pct 2.149 \
    via_count 37390 \
    endpoint_kind "primary output" \
    yosys.stat.seqShare_pct 78.76 \
    p_seq_share_pct 54.3 \
    busiest_layer "met2" \
    p_leak_nw 25.57 \
    max_slew_margin_pct 24.84 \
    place_area_um2 84390 \
    worstMarginPinSlew_ns 1.125 \
    first_pass_iters 5 \
    xor_share_pct 0 \
    met1_usage_pct 17.17 \
    p_clk_share_pct 40.3 \
    warnings 32 \
    die_area_um2 262300 \
    grt_pass1_wl_mm 290.6 \
    rsz0062_at_grt "false" \
    switching_share_pct 21.11 \
    cp.arrival_ns 15.95 \
    crit_end "data_out[15]" \
    root_buffer "clkbuf_16" \
    drt-wirelength-per-cell_um 27.42 \
    maxCapViolCount 0 \
    setup_violations 0 \
    grt_max_degree 101 \
    ys_types 45 \
    grt_util_met2_pct 24.89 \
    holdCritPathClass "in2reg" \
    ios 76 \
    die_y_um 512.2 \
    fin_tns_setup_ns 0 \
    synth_warnings 2 \
    ys_chip_area_um2 78080 \
    edf_count 2048 \
    syn_inst 3598 \
    gp_congestion 0.8463 \
    ctsHtreeMaxLevel 4 \
]
## power by group through the flow
stage,sequential [W],clock (W),combinational [W]
CTS,0.00179,0.00135,0.000179
global route,0.00179,0.00141,0.000189
finish,0.00179,0.00133,0.000177
## cell type report
class	instances	share of cell area (%)
tap	3384	4.677
clock buffer	251	5.787
inverter	4	0.01658
sequential	2048	67.93
antenna	20	0.05528
multi-input combinational	1332	18.22
clock inverter	102	0.9426
timing repair buffer	257	2.372
## cell families after synthesis
kind of cell / after synthesis
AND/OR/NAND/NOR: 309
buffers and inverters: 218
AND-OR/OR-AND: 371
flip-flops: 2048
multiplexers: 652
## through the flow
step                      hold slack (ns)  instances  power (W)  utilization, %
after floorplan                     11.29       3598   0.001917               -
final                               10.65       7398   0.003297           35.11
after global placement              11.49       7025   0.002001           32.73
after CTS                           10.59       7378   0.003323           35.09
after detailed placement            11.49       7025   0.002005           32.73
after global routing                10.65       7394   0.003393           35.11
## worst max-delay path, cell delays in order
cell             delay [ns]
buf_8                  0.53
buf_4                  0.67
buf_4                  0.61
buf_4                  0.56
mux4_2                 0.56
a22oi_1                0.53
o21ai_0                0.51
or4_1                  0.67
clkdlybuf4s50_1        0.48
## cell usage after synthesis (4+ instances only)
cell type,count,area share (%)
a221o_1,29,0.37
nand2_1,36,0.17
buf_2,56,0.36
nand3_1,15,0.096
nor2b_1,15,0.12
nor2_1,97,0.47
and3_1,55,0.44
buf_6,10,0.14
buf_4,8,0.077
o21ai_0,39,0.25
mux2i_1,279,3.6
a22oi_1,259,2.5
nand4_1,29,0.23
clkbuf_1,111,0.53
a21oi_1,25,0.16
edfxtp_1,2048,79
or4_1,28,0.27
nor4b_1,4,0.045
buf_1,29,0.14
a32oi_1,10,0.11
mux4_2,373,11
## worst min path at each step
stage / end / slack (ns) / depth (start not counted) / start
after CTS: mem[62][23]$_DFFE_PP_ / 10.59 / 3 / data_in[23]
after global routing: mem[62][23]$_DFFE_PP_ / 10.65 / 3 / data_in[23]
final: mem[62][23]$_DFFE_PP_ / 10.65 / 3 / data_in[23]
## cells in the final DEF (no fill, tap or decap), types with 7 or more instances in the layout
cell and n:
a21oi_1 9, a21oi_4 16, a221o_1 29, a22oi_1 259, a32oi_1 10, and3_1 55
buf_4 182, bufinv_16 14, clkbuf_1 49, clkbuf_16 202, clkdlybuf4s50_1 71, clkinv_1 48
clkinv_2 27, clkinvlp_4 7, diode_2 20, edfxtp_1 2048, mux2i_1 279, mux4_2 373
nand2_1 36, nand3_1 15, nand4_1 29, nor2_1 31, nor2_4 64, nor2b_4 9
o21ai_0 31, o21ai_4 8, or4_1 28
## per-layer routing
metal | wire length (um) | up-vias
li1 | - | 15790
met1 | 62390 | 18890
met2 | 94210 | 2438
met3 | 38570 | 278
met4 | 7663 | 4
met5 | 51 | -
No activity file was given, so power comes from the tool's default toggle rates.
